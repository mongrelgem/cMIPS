===== flow/run.sh =====
#!/bin/bash
# OpenROAD 26Q1-2900-gdf79404cd8, Yosys 0.63+post, stock flow scripts
make -C /OpenROAD-flow-scripts/flow DESIGN_CONFIG=/design/flow/config.mk WORK_HOME=/design/flow/orfs finish

===== flow/config.mk =====
export PLATFORM = sky130hd
export DESIGN_NAME = CPU_Ctr
export DESIGN_NICKNAME = CPU_Ctr
export VERILOG_FILES = /design/flow/design.v
export SDC_FILE = /design/flow/constraint.sdc
export NUM_CORES = 4
export LEC_CHECK = 1
export CORE_AREA = 10 10 70 70
export DIE_AREA = 0 0 80 80

===== flow/constraint.sdc =====
current_design CPU_Ctr

set clk_period 1.7
set clk_io_pct 0.2

create_clock -name clk0 -period $clk_period

set non_clock_inputs [all_inputs -no_clocks]
set_input_delay [expr $clk_period * $clk_io_pct] -clock clk0 $non_clock_inputs
set_output_delay [expr $clk_period * $clk_io_pct] -clock clk0 [all_outputs]

===== flow/design.v =====
`timescale 1ns / 1ps
`timescale 1ns / 1ps
module CPU_Ctr(
input wire [31:0]       instruction,
output wire             regdst_flag,
output wire [1:0]       jump_flag,
output wire [1:0]       branch_flag,
output wire             memread_flag,
output wire             memtoReg_flag,
output wire [1:0]       ALUOp,
output wire             memwrite_flag,
output wire             ALUSrc_flag,
output wire             regwrite_flag
    );
	wire [5:0]         opcode;
	assign opcode = instruction[31:26];
	assign regdst_flag = (opcode == 6'b000000) ? 1'b1 : 1'b0;
	assign jump_flag = JUMP( instruction );
	function [1:0] JUMP;
	input [31:0]       instruction;
	begin
	   if( instruction[31:26] == 6'b000010 )
	       JUMP = 2'b01;
	   else if( instruction[31:26] == 6'b000011 )
	       JUMP = 2'b11;
	   else if( (instruction[31:26] == 6'b000000 && instruction[5:0] == 6'b001000) )
	       JUMP = 2'b10;
	   else
	       JUMP = 2'b00;
	end
	endfunction
	assign branch_flag = BRANCH( opcode );
	function [1:0]	BRANCH;
		input [5:0] opcode;
		begin
			case( opcode )
			6'b000100: BRANCH = 2'b01;
			6'b000101: BRANCH = 2'b10;
			default: 		BRANCH = 2'b00;
			endcase
		end
	endfunction
	assign memread_flag = (opcode == 6'b100011) ? 1'b1 : 1'b0;
	assign memtoReg_flag = (opcode == 6'b100011) ? 1'b1 : 1'b0;
	assign memwrite_flag = (opcode == 6'b101011) ? 1'b1 : 1'b0;
	assign ALUSrc_flag = ALUSRC( opcode );
	function ALUSRC;
		input [5:0] opcode;
		begin
			if( opcode[5:3] == 3'b001)
				ALUSRC = 1'b1;
			else
				case( opcode )
				6'b100011: 	ALUSRC = 1'b1;
				6'b101011: 	ALUSRC = 1'b1;
				default:		ALUSRC = 1'b0;
				endcase
		end
	endfunction
	assign regwrite_flag = REGWRITE( opcode, instruction );
	function REGWRITE;
		input [5:0]	opcode;
		input [31:0] instruction;
		begin
		    if( instruction == 32'h0 )
		         REGWRITE = 1'b0; 
		    else if( opcode == 6'b000011 )
		         REGWRITE = 1'b1;
			else if( opcode[5:3] == 3'b001)
				REGWRITE = 1'b1;
			else if( opcode == 6'b100011)
			     REGWRITE = 1'b1;
			else if( opcode == 6'b000000 )
			begin
			     if( instruction[5:0] == 6'b001000)
			         REGWRITE = 1'b0;
			     else
			         REGWRITE = 1'b1;
			end
			else
			     REGWRITE = 1'b0;
		end
	endfunction
	assign ALUOp = OP( opcode );
	function [1:0]	OP;
		input [5:0]	opcode;
		begin
			if( opcode[5:3] == 3'b001)
				OP = 2'b11;
			else
				case( opcode )
				6'b101011:  OP = 2'b00;
				6'b100011:  OP = 2'b00;
				6'b000100: OP = 2'b01;
				6'b000101: OP = 2'b01;
				6'b000000:	   OP = 2'b10;
				default:	   OP = 2'b00;
				endcase
		end
	endfunction
endmodule

==> flow_metrics.tcl <==
# implementation run metrics
set metrics [dict create \
    status "finished with violations" \
    violations_in_the_final_reports "negative setup slack" \
    first_global_vias 569 \
    fill_cells 370 \
    final_core_util_pct 27.07 \
    placeable_core_region_mm2 0.003416 \
    routabilityCongestion 0.7599 \
    finalWirelength_mm 1.701 \
    number_of_buffer_and_inverter_stages_on_the_critical_path 2 \
    ios 44 \
    switchingPower_w 0.00005819 \
    drcViolationCount 0 \
    power_leakage_nw 0.4552 \
    place.detailed.hpwl_mm 1.450 \
    max_freq_ghz 0.5834 \
    vias 528 \
    detail_route.wl_per_cell_um 12.06 \
    final-setup-viol-count 1 \
    p_clk_share_pct 0 \
    worstPathCellList "buf_6 -> nor4_2 -> nand4_1 -> nor4_4 -> a2bb2oi_2 -> buf_2" \
    worstMarginPinSlew_ps 229.5 \
    setup_repair_after_global_routing_missed_its_margin "true" \
    hp_class "in -> out" \
    groute.usage.overall_pct 4.804 \
    netSwitchingFraction_pct 40.35 \
    wire_length_of_the_first_global_routing_pass_mm 2.553 \
    seq_cells 0 \
    slowest_stage "sky130_fd_sc_hd__nor4_4" \
    worst_path_dominant_cell_family "simple AND/OR/NAND/NOR gates" \
    vdd_drop_max_v 0.00006571 \
    timing.final.crit_period_ps 1714 \
    ys_cells 38 \
    dpl.cell_count 138 \
    timing.critical_path.slowest_cell_delay_ps 300 \
    die_h_um 80 \
    postPlaceCellArea_um2 798.3 \
    drive_above_1_share_pct 58.95 \
    final_cycle_utilization_of_the_critical_path_pct 100.8 \
    final_max_slew_viol_count 0 \
    final_critical_path_setup_slack_ps -13.99 \
    timing.max_slew.rel_slack_pct 84.59 \
    detailedRoute.firstPassIterationCount 2 \
    critPathMaxFanout 1 \
    pwr-share-seq_pct 0 \
    final_instance_count_excl_fillers 141 \
    synthToLayoutAreaGrowth_pct 310.6 \
    largest_net_degree_at_the_start_of_global_routing 7 \
    top_cells_by_count "sky130_fd_sc_hd__nor2_1, sky130_fd_sc_hd__nor4_1, sky130_fd_sc_hd__nor3_1" \
    cp.arrival_ps 1370 \
    layout.area.seq_um2 0 \
    buffer_ports.inserted 44 \
    overflow 0 \
    p_per_area_mw_per_mm2 156.0 \
    post-synth-top-area-fraction_pct 13.89 \
    dominant_cell_type_by_area_after_synthesis "sky130_fd_sc_hd__nor4_1" \
    finish.instance_area_um2 924.6 \
    synth_cell_type_count 22 \
    post_synth_instance_area_um2 225.2 \
    die_area_mm2 0.006400 \
    row_count 21 \
    ant_nets 0 \
    comb_power_share_pct 100.0 \
    grt_antenna_before_repair 0 \
    die_width_um 80 \
    critical_path_sink_type "output pin" \
    clock_buffer_count 0 \
    setup.worst_path.class "in -> out" \
    synth_seq_share_pct 0 \
    synthesis.yosys.warnings 1 \
    final_hold_violation_count 0 \
    max-cap-violations 0 \
    openroad.warnings 34 \
    dr.first_iter.drc_count 5 \
    vias_per_cell 3.745 \
    synthTopCellsByArea "sky130_fd_sc_hd__nor4_1, sky130_fd_sc_hd__nor3_1, sky130_fd_sc_hd__nor2_1, sky130_fd_sc_hd__nand2b_1, sky130_fd_sc_hd__nor4_2" \
    crit_path_start_kind "input port" \
    synthesis_area_per_yosys_um2 225.2 \
    initCoreUtil_pct 6.593 \
    cell_internal_pwr_w 0.00008603 \
    syn-mean-instance-area_um2 5.927 \
    worstPathRequired_ps 1360 \
    n_antenna_cell 0 \
    synthesis.instances 38 \
]
==> kinds of logic after synthesis <==
| group | after synthesis | share of synthesized area, % |
|---|---|---|
| simple gates | 27 | 69.45 |
| compound gates | 8 | 23.89 |
| buf+inv | 3 | 6.669 |
==> placed cells by master (no fill, tap or decap) <==
cell type	synthesis	routed
sky130_fd_sc_hd__nor4_2	1	3
sky130_fd_sc_hd__nor2_2	0	3
sky130_fd_sc_hd__dlygate4sd2_1	0	12
sky130_fd_sc_hd__clkdlybuf4s15_1	0	5
sky130_fd_sc_hd__and3_1	1	1
sky130_fd_sc_hd__a22o_1	1	1
sky130_fd_sc_hd__clkdlybuf4s50_1	0	3
sky130_fd_sc_hd__or4_4	0	1
sky130_fd_sc_hd__nand3b_1	1	1
sky130_fd_sc_hd__nand2_1	3	1
sky130_fd_sc_hd__nand2b_4	0	1
sky130_fd_sc_hd__nand4_1	1	1
sky130_fd_sc_hd__o21bai_1	1	1
sky130_fd_sc_hd__nand2b_1	2	1
sky130_fd_sc_hd__nor4b_4	0	1
sky130_fd_sc_hd__buf_4	1	10
sky130_fd_sc_hd__a21boi_1	0	1
sky130_fd_sc_hd__buf_6	0	8
sky130_fd_sc_hd__nor3_4	0	1
sky130_fd_sc_hd__a2bb2oi_2	0	1
sky130_fd_sc_hd__nor2_4	0	2
sky130_fd_sc_hd__nor4_4	0	3
sky130_fd_sc_hd__nor3_2	0	2
sky130_fd_sc_hd__dlymetal6s2s_1	0	4
sky130_fd_sc_hd__buf_2	0	6
sky130_fd_sc_hd__buf_8	0	1
sky130_fd_sc_hd__o21ai_0	1	1
sky130_fd_sc_hd__nand2_2	0	2
sky130_fd_sc_hd__clkbuf_2	0	9
sky130_fd_sc_hd__nor3_1	4	1
sky130_fd_sc_hd__inv_1	2	2
sky130_fd_sc_hd__nand3_2	0	1
sky130_fd_sc_hd__a31oi_4	0	1
sky130_fd_sc_hd__a21oi_1	2	2
sky130_fd_sc_hd__and3b_1	1	1
==> worst min-delay path: cells and delay by family <==
| family | cells | cell delay [ps] |
|---|---|---|
| and+or+nand+nor | 1 | 40 |
| buffers and inverters | 2 | 210 |
==> power by group through the flow <==
stage | combinational, W | sequential [W] | clock [W]
finish | 0.000144 | 0 | 0
CTS | 0.000139 | 0 | 0
global route | 0.000156 | 0 | 0
==> final timing paths <==
| check | from | end | cells past startpoint |
|---|---|---|---|
| worst max-delay path | instruction[18] | regwrite_flag | 6 |
| worst min-delay path | instruction[27] | branch_flag[1] | 3 |
==> metrics by stage <==
stage / TNS [ps] / power [W] / setup slack, ps / hold WS [ps]
6_report: -13.99 / 0.0001442 / -13.99 / 943.1
5_1_grt: -117.2 / 0.0001555 / -117.2 / 968.5
4_1_cts: -154.9 / 0.0001386 / -154.9 / 1144
3_5_place_dp: -6706 / 0.0001350 / -751.5 / 1712
3_3_place_gp: -6788 / 0.0001336 / -770.6 / 1714
2_1_floorplan: 0 / 0.00001796 / 238.4 / 695.0
==> per-layer routing <==
| layer | part of all wire [%] | track usage (%) | vias to the layer above |
|---|---|---|---|
| met5 | 0 | 0 | - |
| met4 | 0 | 0 | 0 |
| met3 | 16 | 2.727 | 0 |
| met2 | 40 | 7.063 | 32 |
| met1 | 43 | 6.332 | 233 |
| li1 | - | - | 263 |
==> area by class of cell <==
class | instances | area (um2) | share of cell area [%]
multi-input combinational | 35 | 369.1 | 39.92
inverter | 2 | 7.507 | 0.8119
tap | 46 | 57.56 | 6.225
timing repair buffer | 58 | 490.5 | 53.04
==> what timing repair did <==
action | in CTS | in global routing
setup buffers | 5 | 0
resized | 100 | 38
hold buffers | 0 | 0
endpoints found under the setup margin | 12 | 3
pin swaps | 18 | 11
Power is estimated from default activity; no workload was simulated.
