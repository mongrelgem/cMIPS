===== /design/flow/design.v =====
`timescale 1ns / 1ps
module writeback(
input wire [1:0]        ctr_wb,
input wire [31:0]       mem_out,
input wire [31:0]       ALU_out,
output wire [31:0]      write_data,
output wire             regwrite_flag
    );
    wire memtoReg_flag;
    assign memtoReg_flag = ctr_wb[0];
    assign regwrite_flag = ctr_wb[1];
    assign write_data = (memtoReg_flag) ? mem_out : ALU_out;
endmodule

===== /design/flow/run.sh =====
#!/bin/bash
# OpenROAD 26Q1-2900-gdf79404cd8, Yosys 0.63+post, stock flow scripts
make -C /OpenROAD-flow-scripts/flow DESIGN_CONFIG=/design/flow/config.mk WORK_HOME=/design/flow/orfs finish

===== /design/flow/config.mk =====
export PLATFORM = sky130hd
export DESIGN_NAME = writeback
export DESIGN_NICKNAME = writeback
export VERILOG_FILES = /design/flow/design.v
export SDC_FILE = /design/flow/constraint.sdc
export NUM_CORES = 4
export LEC_CHECK = 1
export CORE_AREA = 10 10 70 70
export DIE_AREA = 0 0 80 80

===== /design/flow/constraint.sdc =====
current_design writeback

set clk_period 1.0
set clk_io_pct 0.2

create_clock -name clk0 -period $clk_period

set non_clock_inputs [all_inputs -no_clocks]
set_input_delay [expr $clk_period * $clk_io_pct] -clock clk0 $non_clock_inputs
set_output_delay [expr $clk_period * $clk_io_pct] -clock clk0 [all_outputs]

==> ci_impl_report.md <==
### Metrics collected by this job

| Metric | Value |
|---|---|
| Status | finished, violations left |
| Failing checks | setup timing |
| Top cell type's share of synthesized area | 0.8163 |
| Register area | 0 um^2 |
| Hold-fix buffers, CTS | 0 |
| CP endpoint kind | primary output |
| Synth Warn # | 0 |
| Io pins | 99 |
| Worst Path Required | 0.80 ns |
| Via-to-Cell Ratio | 3.825 |
| CP max-delay cell | mux2_4 |
| Sequential cells | 0 |
| Slowest stage delay, CP | 0.29 ns |
| RSZ-0062 raised after global routing | true |
| Tcrit/Tclk final | 1.192 |
| Chip Area | 0.006400 mm^2 |
| Hold Vio Cnt, Final | 0 |
| Cells after synthesis | 37 |
| Antenna Nets Post-Route | 0 |
| Post-route setup slack | -0.1920 ns |
| Seq pwr share | 0 |
| Initial drt markers | 8 |
| Via count | 700 |
| PortBufs | 97 |
| Number of clock buffers in the layout | 0 |
| Initial antenna violation count | 0 |
| Max-slew violation count | 0 |
| Clock Power Share | 0 |
| Utilization after layout | 0.4538 |
| Num rows | 21 |
| Routed WL | 2936 um |
| Worst path bufs/invs | 4 |
| Type of origin of the critical path | input port |
| Synth-to-Final Area Change | 181.0% |
| Dpl cells | 177 |
| # Cells Yosys | 37 |
| CP Max Fanout | 8 |
| Residual DRC | 0 |
| Crit-path cells | buf_12 > buf_12 > buf_4 > mux2_4 > buf_6 |
| Area leader, netlist | mux2_4 |
| Share of layout cells above drive strength 1 | 0.5328 |
| Fmax achieved | 838.9 MHz |
| Hold crit path type | input port to primary output |
| Synth cell types | 5 |
| Post-synth top cells | 30 x mux2_4, 3 x buf_12, 2 x mux2_2, 1 x buf_4, 1 x buf_6 |
| Design Area, Final | 0.001550 mm^2 |
| Mean Syn Cell Area | 14.91 um^2 |
| Largest net degree at the start of global routing | 11 |
| Setup-failing EPs final | 32 |
| First-pass GRT wire length | 4202 um |
| Synth Seq Share | 0 |
| # diodes | 0 |
| Lkg Pwr | 0.8459 nW |
| Fin crit period | 1.192 ns |
| Worst EP arrival | 0.99 ns |
| Worst Max-Slew Pin Slew | 0.1090 ns |
| Avg WL per Cell | 16.04 um |
| Top cells, area | mux2_4 82%, buf_12 11%, mux2_2 4.1% |
| Hold slack | 0.4000 ns |
| Fin cells | 183 |
| GP Congestion | 0.7884 |
| Total negative setup slack | -3.166 ns |
| Die span in x | 80 um |
| Cell area power density | 393.4 mW/mm^2 |
| Dpl cell area | 0.001524 mm^2 |
| Pint | 0.4762 mW |
| Max cap viols | 0 |
| Vias in the first global route | 803 |
| Synth top cell by count | mux2_4 |
| Crit path max-delay family | buffers and inverters |
| Worst vdd ir | 0.1464 mV |
| Core area | 0.003416 mm^2 |
| Psw | 0.1337 mW |
| Cell repeated most along the worst path | buf_12 |
| Switching share of total power | 0.2193 |
| Max-slew headroom | 0.9273 |
| Core utilization at floorplan | 0.1615 |
| Logic gate share of total power | 1.000 |
| DRT Pass-1 Iters | 2 |
| Total grt overflow | 0 |
| Yosys stat chip area | 551.8 um^2 |
| Area of the mapped netlist | 551.8 um^2 |
| Gr usage total | 0.08035 |
| Tool Warnings | 34 |
| Die H | 80 um |
| WS Path Type | input port to primary output |
==> through the flow <==
stage / setup WS, ns / total power [mW]
after floorplan: 0.06690 / 0.2086
after global placement: -0.4987 / 0.6496
after CTS: -0.1920 / 0.5964
final: -0.1920 / 0.6099
after global routing: -0.2063 / 0.6497
after detailed placement: -0.5097 / 0.6562
==> path summary, 6_finish.rpt <==
kind       from             to  cells after the start
min   ctr_wb[1]  regwrite_flag                      0
max   ctr_wb[0]  write_data[7]                      5
==> power by group through the flow <==
stage	Clock, mW	Sequential, mW	Combinational, mW
after CTS	0	0	0.596
final	0	0	0.610
after global routing	0	0	0.650
==> cells by family (layout without fill, tap and decap cells) <==
family | count (synthesis) | after routing | synth area share
mux | 32 | 32 | 0.8571
buf+inv | 5 | 105 | 0.1429
==> per-layer routing <==
layer	up-vias	global-route usage	share of wire
li1	341	-	-
met1	320	0.08701	0.37
met2	39	0.1621	0.55
met3	0	0.01591	0.071
met4	0	0	0
met5	-	0	0
==> what timing repair did <==
item,CTS,global route
cloned,2,0
setup buffers,4,0
setup endpoints to repair,32,32
gates resized,162,12
==> placed cells by master (no fill, tap or decap), drive strengths merged <==
cell type,netlist,final
buf,5,41
clkdlybuf4s50,0,14
dlygate4sd2,0,46
dlymetal6s2s,0,4
mux2,32,32
==> cell type report <==
| cell class | instances | area (um^2) |
|---|---|---|
| fill | 339 | 1866 |
| multi-input combinational | 32 | 476.7 |
| tap | 46 | 57.56 |
| timing repair buffer | 105 | 1016 |
Power and IR drop assume default switching activity.
